==> ./design.v <==
`timescale 1ns/10ps
module LBP ( clk, reset, gray_addr, gray_req, gray_ready, gray_data, lbp_addr, lbp_valid, lbp_data, finish);
input   	clk;
input   	reset;
output  reg [13:0] 	gray_addr;
output   reg gray_req;
input   	gray_ready;
input   [7:0] 	gray_data;
output reg [13:0] 	lbp_addr;
output  reg	lbp_valid;
output  reg [7:0]lbp_data;
output  reg	finish;
reg [2:0]cur_st;
reg [2:0]next_st;
parameter  IDLE=3'd0,ADDR_DETERMINED=3'd1,READ_3=3'd2,READ_9=3'd3,WRITE=3'd4,FINISH=3'd5;
reg [7:0]buff0;
reg [7:0]buff1;
reg [7:0]buff2;
reg [7:0]buff3;
reg [7:0]buff5;
reg [7:0]buff6;
reg [7:0]buff7;
reg [7:0]buff8;
reg [7:0]CENTRAL_DATA; 
reg [13:0]out_addr;
reg [4:0]counter;
always@(posedge clk or posedge reset)begin
    if(reset)
        cur_st<=IDLE;
    else
        cur_st<=next_st;
end
always @(*) begin
    case(cur_st)
        IDLE:next_st=(~gray_ready)?IDLE:ADDR_DETERMINED;
        ADDR_DETERMINED:next_st=(out_addr[6:0]==1)?READ_9:READ_3;
        READ_3:next_st=(counter==3)?WRITE:READ_3;
        READ_9:next_st=(counter==9)?WRITE:READ_9;
        WRITE:next_st=(out_addr<16255)?ADDR_DETERMINED:FINISH;
        FINISH:next_st=FINISH;
        default:next_st=IDLE;
    endcase
end
always@(*)begin   
    case(cur_st)
    READ_9:gray_req=(counter<=9)?1:0;
    READ_3:gray_req=(counter<=3)?1:0;
    default:gray_req=1'b0;
    endcase
end
always @(posedge clk ) begin
    case(cur_st)
        IDLE:out_addr<=129;
        WRITE:out_addr<=out_addr+1;
    endcase
end
always @(posedge clk) begin
    case (cur_st)
        READ_9:begin
             if(counter==9)
                counter<=0;
             else
                counter<=counter+1;
        end 
        READ_3:begin
            if(counter==3)
                counter<=0;
             else
                counter<=counter+1;
        end
        default:  counter<=0;
    endcase
end
always@(*)begin
    case (cur_st)
        READ_9:begin
            case (counter)
                1:gray_addr=out_addr-129;
                2:gray_addr=out_addr-128;
                3:gray_addr=out_addr-127;
                4:gray_addr=out_addr-1;
                5:gray_addr=out_addr;
                6:gray_addr=out_addr+1;
                7:gray_addr=out_addr+127;
                8:gray_addr=out_addr+128;
                9:gray_addr=out_addr+129;
                default:gray_addr=0;
             endcase
            end
        READ_3:begin
            case (counter)
               1:gray_addr=out_addr-127; 
               2:gray_addr=out_addr+1;
               3:gray_addr=out_addr+129;
                default:gray_addr=0;
            endcase
               end
        default:gray_addr=0;
    endcase
end
always @(posedge clk) begin 
    case (cur_st)
        READ_3: begin
            case(counter)
            1:begin
                buff0<=buff1;
                buff1<=buff2;
                buff2<=gray_data;
            end
            2:begin
                buff3<=CENTRAL_DATA;
                CENTRAL_DATA<=buff5;
                buff5<=gray_data;
            end
            3:begin
                buff6<=buff7;
                buff7<=buff8;
                buff8<=gray_data;
            end
            endcase
        end
        READ_9: begin
            case (counter)
                1:buff0<=gray_data;
                2:buff1<=gray_data;
                3:buff2<=gray_data;
                4:buff3<=gray_data;
                5:CENTRAL_DATA<=gray_data;
                6:buff5<=gray_data;
                7:buff6<=gray_data;
                8:buff7<=gray_data;
                9:buff8<=gray_data;
            endcase
        end
    endcase
end
always@(posedge clk)begin
    case(cur_st)
    WRITE:lbp_valid<=1'b1;
    default:lbp_valid<=1'b0;
    endcase
end
always @(posedge clk) begin
    if(cur_st==WRITE)
        lbp_addr<=out_addr;
end
always@(posedge clk)begin
    case (cur_st)
        WRITE: begin
            if((out_addr[6:0]==0)||(out_addr[6:0]==127)) 
                lbp_data<=8'b0;
            else begin
            lbp_data[0]<=(buff0>=CENTRAL_DATA);
            lbp_data[1]<=(buff1>=CENTRAL_DATA);
            lbp_data[2]<=(buff2>=CENTRAL_DATA);
            lbp_data[3]<=(buff3>=CENTRAL_DATA);
            lbp_data[4]<=(buff5>=CENTRAL_DATA);
            lbp_data[5]<=(buff6>=CENTRAL_DATA);
            lbp_data[6]<=(buff7>=CENTRAL_DATA);
            lbp_data[7]<=(buff8>=CENTRAL_DATA);
            end
        end
        default:lbp_data<=0;
    endcase
end
always @(*) begin
    if(cur_st==FINISH)
        finish=1;
    else
        finish=0;
end
endmodule
==> ./run.sh <==
#!/bin/bash
# OpenROAD 26Q1-2900-gdf79404cd8, Yosys 0.63+post, stock flow scripts
make -C /OpenROAD-flow-scripts/flow DESIGN_CONFIG=/design/flow/config.mk WORK_HOME=/design/flow/orfs finish
==> ./config.mk <==
export PLATFORM = sky130hd
export DESIGN_NAME = LBP
export DESIGN_NICKNAME = LBP
export VERILOG_FILES = /design/flow/design.v
export SDC_FILE = /design/flow/constraint.sdc
export NUM_CORES = 4
export LEC_CHECK = 1
export CORE_UTILIZATION = 50
==> ./constraint.sdc <==
current_design LBP

set clk_period 4.6
set clk_io_pct 0.2

create_clock -name clk0 -period $clk_period [get_ports {clk}]

set non_clock_inputs [all_inputs -no_clocks]
set_input_delay [expr $clk_period * $clk_io_pct] -clock clk0 $non_clock_inputs
set_output_delay [expr $clk_period * $clk_io_pct] -clock clk0 [all_outputs]
==> flow_summary_export.csv <==
group,metric,value,unit
final_timing,period_used_share,95.5,%
outcome,status,"finished clean",
die,die-area,16000,µm²
critical_path,worstPathMaxFanout,22,
routing,insertedDiodeCount,0,
synth,syn_area_per_cell,9.80,µm²
final_timing,rsz0062_at_grt,"no",
die,ios,50,
clock_tree,cts_sinks,120,
routing,drt_iter0_markers,442,
hold_path,min_path_type,"flip-flop to flip-flop",
power,p_leak,3.72,nW
power,p_per_area,281,nW/µm²
grt,first_global_vias,5977,
placement,place_area,8560,µm²
synth,synthDistinctLibCells,67,
synth,edf_count,100,
clock_tree,htree_levels,4,
routing,post_drt_via_cell_ratio,5.85,
synth,ys_seq_share,44.2,%
synth,synth_area,7770,µm²
flow_run,tool_warnings,31,
cells_and_area,fill_cells,1195,
critical_path,critPathLaunchType,"flip-flop",
final_timing,skew,0.00861,ns
grt,grt_max_degree,70,
die,chipWidth,127,µm
synth,synth-main-ff-cell,"edfxtp_1",
routing,first_pass_iters,5,
synth,synthAdderAreaFrac,14.0,%
cells_and_area,logic_area,3980,µm²
synth,simple_gate_area_share,12.6,%
synth,top_logic_kind,"AND-OR/OR-AND gates",
routing,drc,0,
routing,drtAntennaViolNets,0,
synth,ys_sh_aoi,20.6,%
critical_path,worstSetupPathType,"flip-flop to output pin",
clock_tree,cts_tree,"built",
clock_tree,insertion_delay,0.41,ns
routing,vias,6193,
grt,grt_overflow,0,
clock_tree,clk_path_buf_depth,2,
final_timing,min_period,4.39,ns
grt,antenna_found_initial,0,
cells_and_area,syn2layout_area_growth,19.6,%
cells_and_area,design_area,9290,µm²
placement,dp_hpwl,13900,µm
die,rows,45,
routing,wl_per_cell,18.8,µm
die,floorplanUtilization,51.1,%
synth,xor_area_share,3.16,%
final_timing,hold-worst-slack,0.490,ns
final_timing,slew_violations,0,
placement,gp_congestion,0.936,
final_timing,relSlewSlack,48.9,%
final_timing,tightest_slew,0.767,ns
final_timing,setup_tns,0,ns
synth,ys_ff,120,
cells_and_area,fin_util,61.1,%
synth,ys_sh_mux,0.129,%
critical_path,end_kind,"output pin",
die,fp.dieH,127,µm
critical_path,arrival,3.47,ns
critical_path,crit_start,"out_addr[7]",
grt,grt_usage,27.3,%
synth,ys_async_sr_fraction,5.00,%
placement,port_buffers,49,
clock_tree,cts_made_buffers,17,
synth,yosysWarnings,1,
power,finalPower,2.62,mW
clock_tree,cts_root_buffer,"clkbuf_16",
clock_tree,path_clk_slew,0.06,ns
routing,wirelength,19900,µm
synth,yosys_cells,793,
synth,synthCells,793,
final_timing,max_freq,228,MHz
flow_run,maxCapViolations,0,
synth,ys_chip_area,7770,µm²
critical_path,required,3.68,ns
grt,grt_pass1_wl,31700,µm
cells_and_area,drive_above_1_share,10.4,%
power,vdd_drop_max,0.229,mV
final_timing,hold_viol,0,
cells_and_area,seq_area,3440,µm²
final_timing,setup_viol,0,
critical_path,r2r-start,"out_addr[0]",
die,core_area,15200,µm²
hold_path,worstHoldStart,"cur_st[4]",
registers in the layout, indices dropped and copies added (netlist names):
register / flops
CENTRAL_DATA: 8
buff0: 8
buff1: 8
buff2: 8
buff3: 8
buff5: 8
buff6: 8
buff7: 8
buff8: 8
counter: 5
cur_st: 6
lbp_addr: 14
lbp_data: 8
lbp_valid: 1
out_addr: 14
metrics by stage:
| step | cells | worst slack (ns) |
|---|---|---|
| global placement | 1022 | 0.109 |
| global route | 1059 | 0.00657 |
| CTS | 1059 | 0.0562 |
| finish | 1059 | 0.206 |
| floorplan | 793 | 0.714 |
| detailed placement | 1022 | 0.0287 |
cell type report:
type | instances | area share, %
sequential | 120 | 37.0
tap | 188 | 2.53
multi-input combinational | 570 | 42.8
timing repair buffer | 86 | 8.25
clock buffer | 21 | 4.74
clock inverter | 11 | 2.13
inverter | 63 | 2.54
routing by layer:
layer,vias up,GRT usage (%),share of wire [%]
li1,3056,-,-
met1,2902,38.7,42
met2,203,45.2,49
met3,32,5.20,5.5
met4,0,7.42,2.9
met5,-,0,0
synth_stat cells, types with 7 or more instances:
library cell | instances | area (µm²)
xor2_1 | 17 | 149
nand3_1 | 33 | 165
a21oi_1 | 63 | 315
nand2_1 | 48 | 180
inv_1 | 63 | 236
dfxtp_1 | 14 | 280
nor2_1 | 46 | 173
nor3_1 | 15 | 75.1
a211oi_1 | 8 | 60.1
xnor2_1 | 11 | 96.3
a21o_1 | 33 | 248
ha_1 | 83 | 1040
a31oi_1 | 7 | 43.8
clkbuf_1 | 25 | 93.8
and3_1 | 9 | 56.3
nand2b_1 | 16 | 100
o21ai_0 | 83 | 415
edfxtp_1 | 100 | 3000
final timing paths:
check,end,slack [ns],cells past startpoint
setup / recovery,gray_addr[11],0.21,8
hold / removal,cur_st[4],0.49,1
setup reg to reg,out_addr[10],2.12,5
hold reg to reg,cur_st[4],0.49,1
max in group asynchronous,cur_st[0],3.63,2
min in group asynchronous,cur_st[4],0.73,2
logic make-up (layout without fill, tap and decap cells):
kind of cell	after synthesis	count (layout)
AND-OR/OR-AND	256	256
AND/OR/NAND/NOR	198	198
XOR/XNOR	28	28
flip-flops	120	120
adder cells (fa/ha/maj)	87	87
buffers and inverters	103	181
multiplexers	1	1
power breakdown:
part | internal [mW] | total (mW) | switching, mW
Combinational | 0.00758 | 0.0133 | 0.00576
Clock | 0.963 | 1.44 | 0.473
Sequential | 1.17 | 1.17 | 0
Total | 2.14 | 2.62 | 0.479
what timing repair did:
item | CTS | global route
gates resized | 13 | 5
buffers inserted | 5 | 0
pin swaps | 7 | 0
gates cloned | 0 | 0
setup endpoints to repair | 2 | 2
hold buffers | 0 | 0
critical path: stages, from the launching register on:
cell	delay, ns
edfxtp_1	0.41
buf_4	0.25
or4_1	0.63
a41oi_1	0.49
a21oi_1	0.13
or3_1	0.32
a31o_2	0.24
o221ai_1	0.08
clkdlybuf4s50_1	0.51
placed cells by master, fill, tap and decap left out, drive strengths merged, types with 5 or more instances in the layout:
master	instances
buf	37
and3	9
nor2b	6
a211oi	10
bufinv	5
clkbuf	21
edfxtp	100
o22ai	6
nand2	48
inv	64
nor3	15
xor2	17
nand3	33
o21ai	85
nor2	46
a22o	5
a22oi	5
nand2b	16
a31oi	7
o211ai	6
and2	5
a21o	33
dfrtp	5
dfxtp	14
ha	83
clkdlybuf4s50	48
xnor2	11
a21oi	63
Power and IR drop assume default switching activity.
